$ cat config.mk
export PLATFORM = sky130hd
export DESIGN_NAME = Async_fifo
export DESIGN_NICKNAME = Async_fifo
export VERILOG_FILES = /design/flow/design.v
export SDC_FILE = /design/flow/constraint.sdc
export NUM_CORES = 4
export LEC_CHECK = 1
export CORE_UTILIZATION = 40
$ cat constraint.sdc
current_design Async_fifo

set clk_period 2.9
set clk_io_pct 0.2

create_clock -name clk0 -period $clk_period [get_ports {rd_clk}]
create_clock -name clk1 -period $clk_period [get_ports {wr_clk}]

set non_clock_inputs [all_inputs -no_clocks]
set_input_delay [expr $clk_period * $clk_io_pct] -clock clk0 $non_clock_inputs
set_output_delay [expr $clk_period * $clk_io_pct] -clock clk0 [all_outputs]
$ cat run.sh
#!/bin/bash
# OpenROAD 26Q1-2900-gdf79404cd8, Yosys 0.63+post, stock flow scripts
make -C /OpenROAD-flow-scripts/flow DESIGN_CONFIG=/design/flow/config.mk WORK_HOME=/design/flow/orfs finish
$ cat design.v
`timescale 1ns / 1ps
module Async_fifo (
  wr_clk,
  rd_clk,
  rst_n,
  wr,
  rd, 
  wdata,
  rdata,
  empty,
  valid,
  full,
  overflow,
  underflow
);
  parameter data_width = 8;
  parameter fifo_depth = 8;
  parameter address_size = 4;
  input wr_clk;
  input rd_clk;
  input rst_n;  
  input wr;
  input rd;
  input [data_width-1:0] wdata;
  output reg [data_width-1:0] rdata;
  output empty;
  output reg valid;
  output full;
  output reg overflow;
  output reg underflow;
  reg [address_size-1:0] wr_pointer, wr_pointer_gray_S1, wr_pointer_gray_S2;
  reg [address_size-1:0] rd_pointer, rd_pointer_gray_S1, rd_pointer_gray_S2;
  wire [address_size-1:0] wr_pointer_gray;
  wire [address_size-1:0] rd_pointer_gray;
  reg [data_width-1:0] mem [fifo_depth-1:0];
  assign wr_pointer_gray = wr_pointer ^ (wr_pointer >> 1);
  assign rd_pointer_gray = rd_pointer ^ (rd_pointer >> 1);
  always @(posedge wr_clk or negedge rst_n) begin
    if(!rst_n) begin
      wr_pointer <= 0;
    end else if (!full && wr) begin      
      mem[wr_pointer[2:0]] <= wdata;  
      wr_pointer <= wr_pointer + 1;
    end
  end
  always @(posedge rd_clk or negedge rst_n) begin
    if(!rst_n) begin
      rd_pointer <= 0;
    end else if (!empty && rd) begin
      rdata <= mem[rd_pointer[2:0]];  
      rd_pointer <= rd_pointer + 1;
    end
  end
  always @(posedge rd_clk or negedge rst_n) begin
    if(!rst_n) begin
      wr_pointer_gray_S1 <= 0;
      wr_pointer_gray_S2 <= 0;
    end else begin 
      wr_pointer_gray_S1 <= wr_pointer_gray;
      wr_pointer_gray_S2 <= wr_pointer_gray_S1;
    end  	
  end
  always @(posedge wr_clk or negedge rst_n) begin
    if(!rst_n) begin
      rd_pointer_gray_S1 <= 0;
      rd_pointer_gray_S2 <= 0;
    end else begin 
      rd_pointer_gray_S1 <= rd_pointer_gray;
      rd_pointer_gray_S2 <= rd_pointer_gray_S1;
    end  	
  end  
  assign empty = (rd_pointer_gray == wr_pointer_gray_S2);
  assign full = (wr_pointer_gray == {~rd_pointer_gray_S2[address_size-1:address_size-2], rd_pointer_gray_S2[address_size-3:0]});
  always @(posedge wr_clk or negedge rst_n) begin
    if(!rst_n) begin
      overflow <= 1'b0;
    end else begin
      overflow <= (full && wr);
    end
  end
  always @(posedge rd_clk or negedge rst_n) begin
    if(!rst_n) begin
      underflow <= 1'b0;
      valid <= 1'b0;
    end else begin
      underflow <= (empty && rd);
      valid <= (rd && !empty);
    end
  end
endmodule
==> flow_summary.json <==
{
  "skew_ns": 0.0147,
  "status": "complete, no violations",
  "p_leak_uw": 0.00165,
  "synthDominantCellAreaShare": 0.554,
  "ff_type": "edfxtp_1",
  "final_area_um2": 4560,
  "dp_cells": 387,
  "firstDrtPassIters": 4,
  "busiest_layer": "met1",
  "synth.avg_cell_area_um2": 16.8,
  "drc": 0,
  "ys_area_um2": 3900,
  "grt_pass1_wl_mm": 11.2,
  "rsz0062_at_grt": "no",
  "ys_cells": 232,
  "worstHoldStart": "wr_pointer_gray_S1[1]",
  "p_per_area_nw_per_um2": 1000,
  "maxCapViolCount": 0,
  "grt_pass1_vias": 2114,
  "coreArea_um2": 9330,
  "io_pins": 26,
  "synth_seq_share": 0.727,
  "initial_core_util": 0.419,
  "hold_path_class": "register to register",
  "met3_usage": 0.0853,
  "crit_arrival_ns": 2.14,
  "die_h_um": 101,
  "synth-async-reset-ratio": 0.273,
  "routed_wirelength_mm": 6.85,
  "overflow": 0,
  "drt_iter0_drc": 146,
  "cts.sink_count": 99,
  "yosysUniqueCellTypes": 39,
  "port_buffers": 24,
  "cp-end-kind": "output pin",
  "cp_max_fo": 5,
  "edf_count": 72,
  "ys.flops": 99,
  "area_growth_syn_to_layout_pct": 16.8,
  "r2r_cells": 5,
  "hold_depth": 0,
  "fp.dieArea_um2": 10200,
  "area_leaders": "edfxtp_1 55%, dfrtp_1 17%, ha_1 5.1%",
  "instances_no_fill": 407,
  "grt_max_degree": 28,
  "grt_usage": 0.159,
  "path_clk_slew_ns": 0.08,
  "synth_area_leader_cell": "edfxtp_1",
  "ir_drop_mv": 0.306,
  "groute.layer.met1.usage": 0.249,
  "holdPathEnd": "wr_pointer_gray_S2[1]",
  "startpoint_type": "register",
  "fin_util": 0.489,
  "ant_nets": 0,
  "tns_ns": 0,
  "globalplace.congestion": 0.787,
  "rr_endpoint": "rdata[2]",
  "met2_usage": 0.214,
  "top_cells_by_count": "72 x edfxtp_1, 27 x dfrtp_1, 16 x ha_1",
  "drive_gt1_frac": 0.162,
  "placed_area_um2": 4330,
  "timing.max_slew.rel_slack": 0.602,
  "routed_via_density": 4.93,
  "r2r_slack_ns": 0.55,
  "finalSetupViolations": 0,
  "vias": 2007,
  "path_class": "register to output pin",
  "openroad.warnings": 36,
  "row_count": 35,
  "fin_hold_ws_ns": 0.351,
  "synthCells": 232,
  "slew_violations": 0,
  "place.detailed.hpwl_mm": 4.78,
  "required_ns": 2.32,
  "n_fill_cell": 765,
  "cts_tree": "yes",
  "grt_antenna_before_repair": 0,
  "synth_warnings": 2,
  "most_common_cell": "edfxtp_1",
  "worstMarginPinSlew_ns": 0.595,
  "synth_area_um2": 3900,
  "hold_viol": 0,
  "wire_per_inst_um": 16.8,
  "fp.dieW_um": 101,
  "antenna_cells": 0,
  "r2r_start": "rd_pointer[2]"
}
-- how the worst max path moves through the flow --
stage / startpoint / endpoint / slack [ns] / cells past startpoint
CTS: wr_pointer[0] / full / 0.12 / 6
global route: wr_pointer[1] / full / 0.05 / 6
finish: wr_pointer[1] / full / 0.18 / 6
-- power breakdown --
group          total [uW]  switching (uW)  internal [uW]
clock network         894             469            424
logic                1590             845            745
registers            2080             191           1880
total                4560            1500           3050
-- sequential cells by signal, summed over array words and instances, names as in the netlist --
register,cells
rd_pointer_gray_S1,4
wr_pointer_gray_S2,4
rd_pointer,4
wr_pointer,4
mem,64
underflow,1
rd_pointer_gray_S2,4
rdata,8
overflow,1
valid,1
wr_pointer_gray_S1,4
-- placed cells by master, fill, tap and decap left out, drive strengths merged, types with 2 or more instances in the layout --
cell,count
a222oi,10
nor3b,2
mux2,3
xnor2,8
a31oi,5
clkinvlp,2
a21oi,6
a41oi,3
a32oi,2
inv,10
ha,16
buf,13
and2b,2
o21ai,2
clkinv,3
a22o,3
clkdlybuf4s50,24
nor4b,3
a221oi,4
o2111ai,2
xor2,4
clkbuf,13
edfxtp,72
nor3,3
dfrtp,27
and2,3
nand2,9
nor2b,2
nor2,15
mux2i,4
-- routing by layer --
| metal | wire, um | vias up |
|---|---|---|
| li1 | - | 966 |
| met1 | 3320 | 960 |
| met2 | 2840 | 72 |
| met3 | 581 | 9 |
| met4 | 99 | 0 |
| met5 | 0 | - |
-- logic make-up (layout without fill, tap and decap cells) --
group,after synthesis,count (layout),share of synthesized area
compound gates,38,38,0.0811
xor+xnor,12,12,0.0317
fa+ha+maj,16,16,0.0513
buf+inv,19,65,0.0247
flops,99,99,0.727
mux,7,7,0.0240
simple gates,41,41,0.0603
-- what timing repair did --
item,4_1_cts,5_1_grt
pin swaps,1,0
buffers inserted,1,0
endpoints found under the setup margin,1,1
resized,0,1
hold buffers,0,0
gates cloned,0,0
-- final cells by class --
cell class                      count  area, um2  share of cell area
Tap cell                          129        161              0.0354
Sequential cell                    99       2840               0.623
Timing Repair Buffer               37        338              0.0741
Clock inverter                      6       38.8             0.00851
Multi-Input combinational cell    114        970               0.213
Clock buffer                       13        179              0.0392
Inverter                            9       33.8             0.00741
-- worst max-delay path, cell delays in order (launching register included) --
cell,delay (ns)
dfrtp_1,0.44
inv_1,0.09
ha_1,0.32
xnor2_1,0.16
nand2_1,0.16
nor2_4,0.15
clkdlybuf4s50_1,0.47
-- metrics by stage --
step                      power [uW]  setup slack, ns
after global placement          3690            0.391
final                           4560            0.184
after floorplan                 3200            0.634
after detailed placement        3690            0.357
after global routing            4880           0.0496
after CTS                       4610            0.122
Power and IR drop assume default switching activity.
